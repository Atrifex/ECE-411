==> design/flow/design.v <==
package lc3b_types;
typedef logic [15:0] lc3b_word;
typedef logic  [7:0] lc3b_byte;
typedef logic [127:0] lc3b_cacheline;
typedef logic [2:0] lc3b_c_index;
typedef logic [8:0] lc3b_c_tag;
typedef logic [8:0]  lc3b_offset9;
typedef logic [5:0]  lc3b_offset6;
typedef logic [10:0] lc3b_offset11;
typedef logic [4:0]  lc3b_imm5;
typedef logic [3:0]  lc3b_imm4;
typedef logic [7:0]  lc3b_trapvect8;
typedef logic  [2:0] lc3b_reg;
typedef logic  [2:0] lc3b_nzp;
typedef logic  [1:0] lc3b_mem_wmask;
typedef enum bit [3:0] {
    op_add  = 4'b0001,
    op_and  = 4'b0101,
    op_br   = 4'b0000,
    op_jmp  = 4'b1100,    
    op_jsr  = 4'b0100,    
    op_ldb  = 4'b0010,
    op_ldi  = 4'b1010,
    op_ldr  = 4'b0110,
    op_lea  = 4'b1110,
    op_not  = 4'b1001,
    op_rti  = 4'b1000,
    op_shf  = 4'b1101,
    op_stb  = 4'b0011,
    op_sti  = 4'b1011,
    op_str  = 4'b0111,
    op_trap = 4'b1111
} lc3b_opcode;
typedef enum bit [3:0] {
    alu_add,
    alu_and,
    alu_not,
    alu_pass,
    alu_sll,
    alu_srl,
    alu_sra
} lc3b_aluop;
endpackage : lc3b_types
module mux8 #(parameter width = 16)  
(
	input [2:0] sel, 									 
	input [width - 1:0] a,b,c,d,e,f,g,h,       
	output logic [width - 1:0] y 	             
);
always_comb
begin
    case (sel)
        3'b000: y = a;
        3'b001: y = b;
        3'b010: y = c;
        3'b011: y = d;
        3'b100: y = e;
        3'b101: y = f;
        3'b110: y = g;
        3'b111: y = h;
        default : y = a;
    endcase
end
endmodule : mux8
==> design/flow/run.sh <==
#!/bin/bash
# OpenROAD 26Q1-2900-gdf79404cd8, Yosys 0.63+post, stock flow scripts
make -C /OpenROAD-flow-scripts/flow DESIGN_CONFIG=/design/flow/config.mk WORK_HOME=/design/flow/orfs finish
==> design/flow/config.mk <==
export PLATFORM = sky130hd
export DESIGN_NAME = mux8
export DESIGN_NICKNAME = mux8
export VERILOG_FILES = /design/flow/design.v
export SDC_FILE = /design/flow/constraint.sdc
export NUM_CORES = 4
export LEC_CHECK = 1
export CORE_AREA = 10 10 79 79
export DIE_AREA = 0 0 89 89
==> design/flow/constraint.sdc <==
current_design mux8

set clk_period 2.7
set clk_io_pct 0.2

create_clock -name clk0 -period $clk_period

set non_clock_inputs [all_inputs -no_clocks]
set_input_delay [expr $clk_period * $clk_io_pct] -clock clk0 $non_clock_inputs
set_output_delay [expr $clk_period * $clk_io_pct] -clock clk0 [all_outputs]
==> job_summary.md <==
## PnR job results

| Metric | Value |
|---|---|
| Critical path data arrival time | `2060 ps` |
| Routed vias | `1843` |
| Crit Path Class | `input pin to output pin` |
| Top cells excl fill/tap | `clkdlybuf4s50_1 (140), a22oi_1 (23), nor2_1 (20)` |
| Gate Count Post-Synth | `177` |
| Area growth syn-to-layout | `149.0%` |
| Via density | `4.799` |
| Maxcap violations | `0` |
| Yosys stat area | `between 1000 and 1500 µm²` |
| Status | `completed` |
| Dominant logic cell type in the layout | `clkdlybuf4s50_1` |
| Die area | `7921 µm²` |
| Cell Area, Synth | `1115 µm²` |
| DR WL/cell | `about 17 µm` |
| Unique masters post-synth | `27` |
| GRT overflow | `0` |
| Seq/Total Area, Yosys | `0%` |
| Pwr Total | `421.9 µW` |
| Core Util, Final | `59.57%` |
| CP startpoint kind | `input pin` |
| Worst VDD drop | `around 0.068 mV` |
| Core Util at FP | `23.92%` |
| Yosys warns | `1` |
| Rows | `25` |
| Die Y-Extent | `just under 90 µm` |
| GRT Total Usage | `15.65%` |
| Syn avg cell area | `6.298 µm²` |
| Initial antenna violation count | `0` |
| GPL Wtd Cong | `0.8557` |
| First-pass GRT wire length | `approximately 10000 µm` |
| FF+latch area | `0 µm²` |
| DP Wirelength | `5755 µm` |
| Post-route ant nets | `0` |
| Share of layout cells above drive strength 1 | `11.21%` |
| Largest net degree at the start of global routing | `31` |
| Endpoint type of the worst setup path | `output pin` |
| Vias in the first global route | `~1900` |
| Leak pwr | `0.001121 µW` |
| Core area | `4661 µm²` |
| Flop count | `0` |
| CP Max Fanout | `7` |
| Drt drc | `0` |
| Final setup fails | `0` |
| Hold Path Class | `input pin to output pin` |
| Input/output buffers | `147` |
| TritonRoute pass-1 iters | `4` |
| Slew Limit Fails | `0` |
| Rel. slew slack | `85.60%` |
| Worst Max-Slew Pin Slew | `about 210 ps` |
| Yosys Instances | `177` |
| Initial DRC Count | `76` |
| Hold Vio Cnt, Final | `0` |
| Die Wd | `89 µm` |
| Placed instance area | `2716 µm²` |
| PD cells | `151.9 nW/µm²` |
| Min cycle time layout | `2597 ps` |
| Cycle use final | `between 90 and 100%` |
| Antenna Cells | `0` |
| CLK BUF | `0` |
| Max Clk Rate | `0.3850 GHz` |
| Crit path DRT | `2160 ps` |
| Log Warnings | `33` |
| Hold WS | `between 1500 and 2000 ps` |
| Final instance area | `around 2800 µm²` |
| I/O pin count | `147` |
| Routed Wire Length | `6660 µm` |
-- area by class of cell --
class | count | area, µm²
Inverter | 3 | 11.26
Tap cell | 54 | 67.56
Multi-Input combinational cell | 156 | 997.2
Timing Repair Buffer | 171 | 1700
Fill cell | 446 | 1884
-- report_power, final --
group | switching, µW | internal (µW) | leakage (µW) | total, µW
clock network | 0 | 0 | 0 | 0
logic | 124 | 298 | 0.00112 | 422
registers | 0 | 0 | 0 | 0
total | 124 | 298 | 0.00112 | 422
-- through the flow --
step | TNS, ps | cells | worst slack, ps
4_1_cts | 0 | 382 | 11.66
2_1_floorplan | 0 | 177 | 790.7
6_report | 0 | 384 | 102.8
3_5_place_dp | -2678 | 382 | -206.8
3_3_place_gp | -2814 | 382 | -218.3
5_1_grt | -6.148 | 384 | -6.148
-- critical path: stages --
cell and delay, ps:
dlygate4sd2_1 310, or3_4 410, buf_4 160, nor2_1 130, a31oi_1 60, clkdlybuf4s50_1 440
-- routing by layer --
metal / wire length, µm / part of all wire, % / track usage [%]
met1: 2631 / 40 / 19.22
met2: 3218 / 48 / 26.99
met3: 776 / 12 / 5.510
met4: 33 / 0.50 / 0.7225
met5: 0 / 0 / 0
-- cells by family (layout without fill, tap and decap cells) --
| kind of cell | after synthesis | after routing | share of synthesized area [%] |
|---|---|---|---|
| AND-OR/OR-AND | 68 | 68 | 39.51 |
| multiplexers | 16 | 16 | 14.48 |
| AND/OR/NAND/NOR | 72 | 72 | 32.89 |
| buffers and inverters | 21 | 174 | 13.13 |
-- synthesized netlist by cell type (6+ instances only) --
library cell	number	share of area, %
a22oi_1	23	15
a31oi_1	12	6.7
nand2_1	15	5.1
nor2_1	20	6.7
nand2b_1	15	8.4
buf_2	6	2.7
nand3_1	11	4.9
mux2i_1	15	13
o21ai_0	13	5.8
a21oi_1	12	5.4
buf_6	6	6.1
-- final timing paths --
| check | startpoint | cells after the start | end | slack, ps |
|---|---|---|---|---|
| worst max-delay path | sel[2] | 6 | y[10] | 100 |
| worst min-delay path | sel[0] | 5 | y[2] | 1640 |
-- timing repair --
action                     CTS  global route
pin swaps                    0             5
hold buffers                 0             0
gates cloned                 0             1
setup buffers                0             1
resized                      8            11
setup endpoints to repair   16            16
Power is estimated from default activity; no workload was simulated.
