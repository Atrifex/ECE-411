==> design/flow/run.sh <==
#!/bin/bash
# OpenROAD 26Q1-2900-gdf79404cd8, Yosys 0.63+post, stock flow scripts
make -C /OpenROAD-flow-scripts/flow DESIGN_CONFIG=/design/flow/config.mk WORK_HOME=/design/flow/orfs finish
==> design/flow/config.mk <==
export PLATFORM = sky130hd
export DESIGN_NAME = cache_control
export DESIGN_NICKNAME = cache_control
export VERILOG_FILES = /design/flow/design.v
export SDC_FILE = /design/flow/constraint.sdc
export NUM_CORES = 4
export LEC_CHECK = 1
export CORE_AREA = 10 10 70 70
export DIE_AREA = 0 0 80 80
==> design/flow/constraint.sdc <==
current_design cache_control

set clk_period 1.8
set clk_io_pct 0.2

create_clock -name clk0 -period $clk_period [get_ports {clk}]

set non_clock_inputs [all_inputs -no_clocks]
set_input_delay [expr $clk_period * $clk_io_pct] -clock clk0 $non_clock_inputs
set_output_delay [expr $clk_period * $clk_io_pct] -clock clk0 [all_outputs]
==> design/flow/design.v <==
package lc3b_types;
typedef logic [15:0] lc3b_word;
typedef logic  [7:0] lc3b_byte;
typedef logic [127:0] lc3b_cacheline;
typedef logic [2:0] lc3b_c_index;
typedef logic [8:0] lc3b_c_tag;
typedef logic [8:0]  lc3b_offset9;
typedef logic [5:0]  lc3b_offset6;
typedef logic [10:0] lc3b_offset11;
typedef logic [4:0]  lc3b_imm5;
typedef logic [3:0]  lc3b_imm4;
typedef logic [7:0]  lc3b_trapvect8;
typedef logic  [2:0] lc3b_reg;
typedef logic  [2:0] lc3b_nzp;
typedef logic  [1:0] lc3b_mem_wmask;
typedef enum bit [3:0] {
    op_add  = 4'b0001,
    op_and  = 4'b0101,
    op_br   = 4'b0000,
    op_jmp  = 4'b1100,    
    op_jsr  = 4'b0100,    
    op_ldb  = 4'b0010,
    op_ldi  = 4'b1010,
    op_ldr  = 4'b0110,
    op_lea  = 4'b1110,
    op_not  = 4'b1001,
    op_rti  = 4'b1000,
    op_shf  = 4'b1101,
    op_stb  = 4'b0011,
    op_sti  = 4'b1011,
    op_str  = 4'b0111,
    op_trap = 4'b1111
} lc3b_opcode;
typedef enum bit [3:0] {
    alu_add,
    alu_and,
    alu_not,
    alu_pass,
    alu_sll,
    alu_srl,
    alu_sra
} lc3b_aluop;
endpackage : lc3b_types
module cache_control
(
    input clk,
    input lru_in, d_in0, d_in1, hit0, hit1,
    output logic load_lru, lru_set, pmemwdata_sel,
    output logic load_d0, load_v0, load_TD0, d_set0, v_set0,
    output logic load_d1, load_v1, load_TD1, d_set1, v_set1,
    output logic [1:0] pmemaddr_sel,
    input mem_read, mem_write,
    output logic mem_resp,
    input pmem_resp,
    output logic pmem_read, pmem_write
);
enum int unsigned {
    process_request, fetch_cline, write_back
} state, next_state;
always_comb
begin : state_actions
    load_lru = 0; lru_set = 0;
    pmemwdata_sel = 0;
    load_d0 = 0; load_v0 = 0; load_TD0 = 0;
    d_set0 = 0; v_set0 = 0;
    load_d1 = 0; load_v1 = 0; load_TD1 = 0;
    d_set1 = 0; v_set1 = 0;
    pmemaddr_sel = 2'b00;
    mem_resp = 0; pmem_read = 0; pmem_write = 0;
    case (state)
        process_request: begin
            if(hit0 & (mem_read ^ mem_write)) begin
                if(mem_write) begin
                    d_set0 = 1;
                    load_d0 = 1;
	                 load_TD0 = 1;
                end
                lru_set = 1;
                load_lru = 1;
                mem_resp = 1;
	             pmemwdata_sel = 0;
            end
            if(hit1 & (mem_read ^ mem_write)) begin
                if(mem_write) begin
                    d_set1 = 1;
                    load_d1 = 1;
	                 load_TD1 = 1;
                end
                lru_set = 0;
                load_lru = 1;
                mem_resp = 1;
 	             pmemwdata_sel = 1;
            end
        end
        fetch_cline: begin
            pmem_read = 1;
            if(lru_in == 0) begin
                v_set0 = 1;
                d_set0 = 0;
                load_v0 = 1;
                load_d0 = 1;
                load_TD0 = 1;
            end else begin
                v_set1 = 1;
                d_set1 = 0;
                load_v1 = 1;
                load_d1 = 1;
                load_TD1 = 1;
            end
        end
        write_back: begin
            pmem_write = 1;
            pmemwdata_sel = lru_in;
            if(lru_in == 0)
                pmemaddr_sel = 2'b01;
            else
                pmemaddr_sel = 2'b10;
        end
        default:;
    endcase
end
always_comb
begin : next_state_logic
    next_state = state;
    case (state)
        process_request: begin
            if(~(hit1 | hit0) & (mem_read ^ mem_write)) begin
                if((d_in0 == 1 && lru_in == 0) || (d_in1 == 1 && lru_in == 1))
                    next_state = write_back;
                else
                    next_state = fetch_cline;
            end
        end
        fetch_cline: begin
            if(pmem_resp == 1)
                next_state = process_request;
        end
        write_back: begin
            if(pmem_resp == 1)
                next_state = fetch_cline;
        end
        default: next_state = process_request;
    endcase
end
always_ff @(posedge clk)
begin: next_state_assignment
    state <= next_state;
end
endmodule : cache_control
==> impl_metrics.yaml <==
# yosys + openroad results
synthesis:
  topCellsByArea: "edfxtp_1, buf_4, and4bb_2"
  mux_area_frac: 0.0340
  yosysTopAreaCellShare: 0.204
  xor_area_frac: 0.0298
  yosysMostFrequentCell: "buf_4"
  yosys.stat.seqShare: 0.204
  simple_gate_area_frac: 0.370
  async_flop_share: 0
  top_area_cell: "edfxtp_1"
  edf_count: 2
  synth_cell_types: 26
  synth_adder_area_share: 0
  flop_cell: "edfxtp_1"
  ys_cells: 35
  netlist_area_sq_um: 294
  synth.top_cells.by_count: "buf_4, nor2_1, edfxtp_1, nor2b_1, nor3_1"
  yosysChipArea_sq_um: 294
  aoi_share: 0.166
  syn_inst: 35
  logic_family: "simple AND/OR/NAND/NOR gates"
  ys_ff: 2
  ys_warn_count: 1
  synth_area_per_cell_sq_um: 8.40
timing:
  worst_pin_slew_ns: 0.274
  fin_crit_ns: 1.82
  hold_viol_final: 0
  finClkSkew_ns: 0.00288
  hold_slack_ns: 0.826
  worst_slack_ns: -0.0159
  fin_crit_sh: 1.01
  setup_viol: 3
  slew_viol_final: 0
  slew-limit-headroom: 0.817
  fmax_mhz: 551
  rsz0062_at_grt: "true"
grt:
  antenna_found_initial: 0
  grt_pass1_vias: 443
  globalRouteOverflowTotal: 0
  track_usage: 0.0385
  grt_max_degree: 7
  grt_pass1_wl_mm: 2.04
worst_setup_path:
  required_ns: 1.44
  startpoint: "state[0]$_DFFE_PP_"
  critPathLaunchType: "register"
  crit_end: "pmemwdata_sel"
  reg2reg_to: "state[1]$_DFFE_PP_"
  worstPathArrival_ns: 1.46
  cp_max_fo: 4
  reg2reg_setup_slack_ns: 0.03
  crit_path_end_kind: "primary output"
  reg2reg_from: "state[1]$_DFFE_PP_"
  rr_worst_depth: 4
  critical_path_class: "register to primary output"
power:
  p_int_w: 0.000720
  power.switching_w: 0.000325
  sw_frac_of_total: 0.311
  p_seq_frac: 0.106
  p_leak_nw: 0.481
  powerDensity_mw_per_mm2: 1240
  p_clk_frac: 0.095
  peakVddDrop_v: 0.000727
  pwr-share-comb: 0.799
floorplan:
  row_count: 21
  initCoreUtil: 0.0861
  coreArea_sq_mm: 0.00342
  chip_area_sq_mm: 0.00640
  die_width_um: 80
  die_h_um: 80
  io_pins: 27
finish:
  area_growth_pct: 186
  drive_gt1_frac: 0.538
  fillCellCount: 374
  top_regs: "state (2)"
  final_cells: 126
  flop_area_sq_um: 60.1
  regMostFlops: "state"
  finish.utilization: 0.246
  largest_reg_flops: 2
  logic_area_sq_um: 245
route:
  drt_iter0_drc: 12
  drt_wl_total_mm: 1.35
  avgRoutedWirePerCell_um: 10.7
  num_vias: 443
  drc_errors: 0
  via_per_inst: 3.52
  ant_nets: 0
  antennaDiodeCount: 0
  drtPass1Iterations: 2
min_path:
  hold_path_class: "primary input to register"
  hold_path_depth: 3
run:
  warnings: 27
  cap_violations: 0
clocking:
  clock_path_buffers: 2
  cts_buffers: 3
  cts_hold_buf: 0
  ctsHtreeMaxLevel: 1
  cts_tree: "done"
  clkSinkCount: 2
  root_buffer: "clkbuf_4"
  clk_latency_ns: 0.22
  clk_pin_slew_ns: 0.03
placement:
  dp.cells: 109
  portBuffers: 26
  place.gp.congestion: 0.700
status:
  violations: "negative setup slack"
  status: "complete, but fails checks"
## per-layer routing
| metal | track usage | part of all wire |
|---|---|---|
| met5 | 0 | 0 |
| met2 | 0.0538 | 0.41 |
| met1 | 0.0500 | 0.43 |
| met3 | 0.0227 | 0.14 |
| met4 | 0.00704 | 0.0096 |
## logic make-up after synthesis
logic type,count (synthesis)
buffers and inverters,8
multiplexers,1
XOR/XNOR,1
AND/OR/NAND/NOR,17
flip-flops,2
AND-OR/OR-AND,6
## worst max-delay path, cell delays in order, from the launching register on
cell and delay [ns]:
edfxtp_1 0.39, buf_6 0.15, buf_6 0.11, or3b_1 0.37
o21bai_1 0.11, buf_2 0.10
## placed cells by master, fill, tap and decap left out
| cell | n |
|---|---|
| a31o_2 | 1 |
| a32o_2 | 1 |
| and2_4 | 1 |
| and3_1 | 1 |
| and3_4 | 1 |
| and3b_1 | 1 |
| and4bb_2 | 1 |
| buf_12 | 1 |
| buf_2 | 1 |
| buf_4 | 14 |
| buf_6 | 8 |
| clkbuf_2 | 3 |
| clkbuf_4 | 3 |
| clkdlybuf4s50_1 | 3 |
| dlygate4sd2_1 | 14 |
| dlymetal6s2s_1 | 5 |
| edfxtp_1 | 2 |
| inv_1 | 1 |
| mux2i_1 | 1 |
| nand2_1 | 1 |
| nor2_1 | 2 |
| nor2_4 | 1 |
| nor2b_4 | 2 |
| nor3_1 | 1 |
| nor3_2 | 1 |
| nor3b_4 | 1 |
| nor4_4 | 1 |
| o211ai_1 | 1 |
| o21ai_0 | 1 |
| o21ba_2 | 1 |
| o21bai_1 | 1 |
| or3b_1 | 1 |
| or4_1 | 1 |
| xnor2_2 | 1 |
## power by group through the flow
| stage | combinational [W] | sequential [W] | clock [W] |
|---|---|---|---|
| after global routing | 0.000907 | 0.000114 | 0.000113 |
| after CTS | 0.000641 | 0.000116 | 0.000104 |
| final | 0.000835 | 0.000111 | 0.0000994 |
## cell type report
| cell class | count | area share |
|---|---|---|
| Sequential cell | 2 | 0.0715 |
| Timing Repair Buffer | 49 | 0.537 |
| Clock buffer | 3 | 0.0268 |
| Multi-Input combinational cell | 25 | 0.292 |
| Tap cell | 46 | 0.0686 |
| Inverter | 1 | 0.00447 |
## through the flow
stage / setup TNS, ns / total power, W / cell area [sq um] / setup slack (ns)
after global routing: -0.407 / 0.00113 / 840 / -0.0960
after global placement: -5.23 / 0.000619 / 626 / -0.383
after detailed placement: -5.36 / 0.000618 / 626 / -0.392
after floorplan: 0 / 0.000335 / 294 / 0.394
after CTS: -0.909 / 0.000862 / 738 / -0.211
final: -0.0342 / 0.00105 / 840 / -0.0159
## worst min path at each step
stage,start,to
4_1_cts,hit1,state[0]$_DFFE_PP_
5_1_grt,hit1,state[1]$_DFFE_PP_
6_report,hit1,state[0]$_DFFE_PP_
## timing repair
item / in CTS / in global routing
gates cloned: 0 / 0
pin swaps: 7 / 8
gates resized: 38 / 16
setup endpoints to repair: 18 / 14
buffers inserted: 5 / 9
Power and IR drop assume default switching activity.
