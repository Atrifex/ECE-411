`flow/config.mk`:
```
export PLATFORM = sky130hd
export DESIGN_NAME = mux4
export DESIGN_NICKNAME = mux4
export VERILOG_FILES = /design/flow/design.v
export SDC_FILE = /design/flow/constraint.sdc
export NUM_CORES = 4
export LEC_CHECK = 1
export CORE_AREA = 10 10 70 70
export DIE_AREA = 0 0 80 80
```
`flow/constraint.sdc`:
```
current_design mux4

set clk_period 1.1
set clk_io_pct 0.2

create_clock -name clk0 -period $clk_period

set non_clock_inputs [all_inputs -no_clocks]
set_input_delay [expr $clk_period * $clk_io_pct] -clock clk0 $non_clock_inputs
set_output_delay [expr $clk_period * $clk_io_pct] -clock clk0 [all_outputs]
```
`flow/design.v`:
```
package lc3b_types;
typedef logic [15:0] lc3b_word;
typedef logic  [7:0] lc3b_byte;
typedef logic [127:0] lc3b_cacheline;
typedef logic [2:0] lc3b_c_index;
typedef logic [8:0] lc3b_c_tag;
typedef logic [8:0]  lc3b_offset9;
typedef logic [5:0]  lc3b_offset6;
typedef logic [10:0] lc3b_offset11;
typedef logic [4:0]  lc3b_imm5;
typedef logic [3:0]  lc3b_imm4;
typedef logic [7:0]  lc3b_trapvect8;
typedef logic  [2:0] lc3b_reg;
typedef logic  [2:0] lc3b_nzp;
typedef logic  [1:0] lc3b_mem_wmask;
typedef enum bit [3:0] {
    op_add  = 4'b0001,
    op_and  = 4'b0101,
    op_br   = 4'b0000,
    op_jmp  = 4'b1100,    
    op_jsr  = 4'b0100,    
    op_ldb  = 4'b0010,
    op_ldi  = 4'b1010,
    op_ldr  = 4'b0110,
    op_lea  = 4'b1110,
    op_not  = 4'b1001,
    op_rti  = 4'b1000,
    op_shf  = 4'b1101,
    op_stb  = 4'b0011,
    op_sti  = 4'b1011,
    op_str  = 4'b0111,
    op_trap = 4'b1111
} lc3b_opcode;
typedef enum bit [3:0] {
    alu_add,
    alu_and,
    alu_not,
    alu_pass,
    alu_sll,
    alu_srl,
    alu_sra
} lc3b_aluop;
endpackage : lc3b_types
module mux4 #(parameter width = 16)  
(
	input [1:0] sel, 							 
	input [width - 1:0] a,b,c,d,	 
	output logic [width - 1:0] f 	 
);
always_comb
begin
    case (sel)
        2'b00: f = a;
        2'b01: f = b;
        2'b10: f = c;
        2'b11: f = d;
        default : f = a;
    endcase
end
endmodule : mux4
```
`flow/run.sh`:
```
#!/bin/bash
# OpenROAD 26Q1-2900-gdf79404cd8, Yosys 0.63+post, stock flow scripts
make -C /OpenROAD-flow-scripts/flow DESIGN_CONFIG=/design/flow/config.mk WORK_HOME=/design/flow/orfs finish
```
==> impl_metrics.py <==
# Synthesis and PnR figures
metrics = {
    "yosys": {
        "syn_avg_cell_area_sq_um": 21.2,
        "syn_inst": 20,
        "netlist_area_sq_um": 424,
        "ys_seq_share_pct": 0,
        "ys_sh_aoi_pct": 0,
        "ys_sh_simple_pct": 0,
        "yosys_area_sq_um": 424,
        "yosysCellCount": 20,
        "synth.distinct_cells": 5,
        "mux_share_pct": 90.3,
        "ys_sh_adder_pct": 0,
        "post_synth_main_logic_family": "multiplexers",
        "ys.warnings.count": 1,
        "yosys.area_share.xor_xnor_pct": 0,
    },
    "detailed_routing": {
        "drt_iter0_drc": 2,
        "drc": 0,
        "ant_nets": 0,
        "vias": 599,
        "drtPass1Iterations": 2,
        "routed_wl_mm": 2.73,
        "viasPerCell": 4.05,
        "antenna_cells": 0,
        "wl_per_cell_um": 18.5,
    },
    "cells_and_area": {
        "drive_above_1_share_pct": 36.3,
        "seq_area_sq_um": 0,
        "nClkBuffers": 0,
        "seq_cell_count": 0,
        "instances_no_fill": 148,
        "lay_top_cells": "dlygate4sd2_1 (64), mux4_2 (16), buf_2 (16)",
        "num-fill-cells": 377,
        "lay_top_count": "dlygate4sd2_1",
        "area_growth_pct": 173,
    },
    "floorplan": {
        "placementRows": 21,
        "die_area_sq_um": 6400,
        "io_pins": 82,
        "initial_core_util_pct": 12.4,
        "core_sq_um": 3420,
        "fp.dieW_um": 80,
        "die_h_um": 80,
    },
    "placement": {
        "gp_congestion": 0.804,
        "dp_cells": 147,
        "dp_hpwl_mm": 2.42,
        "io_buffers": 82,
    },
    "worst_setup_path": {
        "critPathKind": "input pin to primary output",
        "crit_fanout": 8,
        "critPathLaunchType": "input pin",
        "required_ps": 880,
        "cp.arrival_ps": 1070,
        "worst_setup_path_end_kind": "primary output",
    },
    "job": {
        "openroad.warnings": 35,
        "maxCapViolations": 0,
    },
    "final_timing": {
        "slew_headroom_pct": 92.4,
        "whs_ps": 925,
        "setup_viol": 16,
        "period_used_pct": 117,
        "fin_crit_ps": 1290,
        "rsz0062_at_grt": "yes",
        "finalMaxSlewViolations": 0,
        "finalHoldViolCount": 0,
        "fin_ws_ps": -187,
        "worst_pin_slew_ps": 113,
        "clock.fmax_mhz": 777,
    },
    "global_route": {
        "grt_pass1_wl_mm": 4.17,
        "grt_max_degree": 9,
        "grt_pass1_vias": 793,
        "antenna_found_initial": 0,
        "grt_util_all_layers_pct": 8.27,
        "grt_remaining_overflow": 0,
    },
    "pwr": {
        "p_leak_nw": 0.550,
        "powerDensity_nw_per_um2": 315,
        "totalPowerFinal_mw": 0.365,
        "peakVddDrop_mv": 0.0918,
    },
    "run_status": {
        "status": "complete, but fails checks",
        "failed_checks": "setup timing",
    },
    "clock_tree": {
        "postCtsSetupBuffers": 0,
    },
    "min_path": {
        "worstHoldPathType": "input pin to primary output",
    },
}
-- stage by stage --
step | util, % | TNS [ps] | instance area, sq um | setup WS [ps]
final | 33.9 | -2820 | 1160 | -187
after global routing | 33.9 | -3480 | 1160 | -232
after CTS | 33.9 | -3050 | 1160 | -208
after detailed placement | 37.9 | -16150 | 1300 | -1060
after global placement | 37.9 | -15850 | 1300 | -1030
after floorplan | - | -280 | 433 | -28.0
-- synthesized netlist by cell type --
cell type  count  area, sq um
buf_12         1         20.0
buf_2          2         10.0
buf_6          1         11.3
mux4_1         6          158
mux4_2        10          225
-- area by class of cell --
type	count	area, sq um	share of cell area [%]
timing repair buffer	86	741	63.9
tap	46	57.6	4.97
multi-input combinational	16	360	31.1
-- where the power goes --
part	total (mW)	leakage, nW	internal (mW)	switching [mW]
registers	0	0	0	0
logic	0.365	0.550	0.276	0.0890
clock network	0	0	0	0
-- kinds of logic after synthesis --
logic type             after synthesis
muxes                               16
buffers and inverters                4
-- path summary, 6_finish.rpt --
kind	slack, ps	depth (start not counted)	from	end
min	920	3	b[10]	f[10]
max	-190	4	sel[0]	f[0]
-- timing repair --
| action | 4_1_cts | 5_1_grt |
|---|---|---|
| resized | 131 | 1 |
| cloned | 1 | 0 |
| endpoints found under the setup margin | 16 | 16 |
| hold buffers | 0 | 0 |
-- worst max-delay path, stage by stage --
cell and delay, ps:
buf_12 90, buf_12 130, mux4_2 490, buf_2 130
-- layer usage --
layer	vias up	track usage (%)	part of all wire [%]	wire [um]
li1	268	-	-	-
met3	0	5.34	17	473
met4	0	0	0	0
met1	266	9.73	42	1150
met2	65	13.2	41	1110
met5	-	0	0	0
Power and IR drop assume default switching activity.
